<file path="flow/config.mk">
export PLATFORM = sky130hd
export DESIGN_NAME = digital_clock
export DESIGN_NICKNAME = digital_clock
export VERILOG_FILES = /design/flow/design.v
export SDC_FILE = /design/flow/constraint.sdc
export NUM_CORES = 4
export LEC_CHECK = 1
export CORE_AREA = 10 10 70 70
export DIE_AREA = 0 0 80 80
</file>
<file path="flow/constraint.sdc">
current_design digital_clock

set clk_period 2.6
set clk_io_pct 0.2

create_clock -name clk0 -period $clk_period [get_ports {clk}]

set non_clock_inputs [all_inputs -no_clocks]
set_input_delay [expr $clk_period * $clk_io_pct] -clock clk0 $non_clock_inputs
set_output_delay [expr $clk_period * $clk_io_pct] -clock clk0 [all_outputs]
</file>
<file path="flow/run.sh">
#!/bin/bash
# OpenROAD 26Q1-2900-gdf79404cd8, Yosys 0.63+post, stock flow scripts
make -C /OpenROAD-flow-scripts/flow DESIGN_CONFIG=/design/flow/config.mk WORK_HOME=/design/flow/orfs finish
</file>
<file path="flow/design.v">
module digital_clock(
    input logic clk,rst,
    output logic [5:0] sec,min
);
always_ff @(posedge clk or posedge rst) begin
    if(rst) begin
        sec<=0;
        min<=0;
    end
    else if(sec==59) begin
        sec<=0;
        min <= (min==59)?0:min+1;
    end
    else
        sec<=sec+1;
end
endmodule
</file>
==> GITHUB_STEP_SUMMARY <==
### Flow metrics

| Metric | Value |
|---|---|
| Vias in the first global route | 418 |
| IO Count | 14 |
| Detailed Route Iter0 Violations | 13 |
| Via count | 464 |
| Gate power share | 0.015 |
| Ant diodes | 0 |
| Drt first pass iters | 4 |
| RD Place Congestion | 0.775 |
| Worst Max-Slew Pin Slew | 0.468 ns |
| Proportion of layout cells with a drive suffix above 1 | 0.110 |
| PwrDens | 420 nW/um^2 |
| Library cells used by synthesis | 25 |
| Pint | 273 uW |
| Routed WL per cell | 10.6 microns |
| Required @ worst endpoint | 2.08 ns |
| Sink Count | 12 |
| Ys cells | 58 |
| CP delay by family, top | flip-flops |
| CTS buffer count | 3 |
| Clock power frac | 0.439 |
| Post-layout min period | 1.85 ns |
| Port Buffers | 13 |
| Worst hold path class | reg2reg |
| # Post-CTS Setup Buffers | 0 |
| Largest net degree at the start of global routing | 13 |
| CTS tree | built |
| Post-Syn Area | a little over 600 sq um |
| Latency at later pin | 0.27 ns |
| Relative slew slack | 0.687 |
| Fin. Hold Viols | 0 |
| Routed met3 length | 77 microns |
| Setup WS post-layout | 0.748 ns |
| H-tree depth | 1 |
| First-pass GRT wire length | between 2000 and 2500 microns |
| CP Cell Sequence | clkdlybuf4s50_1 |
| Die W | 80 microns |
| Skew final | between 0.006 and 0.007 ns |
| Max frequency | 540 MHz |
| WL met2 | 575 microns |
| Chip Height | roughly 80 microns |
| PnR Total Power | 341 uW |
| Hold_ws | 0.532 ns |
| Tcrit/Tclk final | 0.712 |
| Row count | 21 |
| Kind of critical path | reg2out |
| Gr ovfl total | 0 |
| Seq pwr share | 0.546 |
| Top layer in use | met4 |
| Max VDD drop | 0.192 mV |
| Critical Path End Type | output pin |
| Register area share after synthesis | 0.496 |
| Tot GR Track Use | 0.0404 |
| Synth Instances | 58 |
| Sw frac | 0.201 |
| Wl on met1 | 595 microns |
| CTS-repair resized insts | 0 |
| Chip area | 6400 sq um |
| Init Core Util | 0.177 |
| Total of max-cap violations | 0 |
| Area Overhead vs Synth | 34.3% |
| Number of remaining DRC errors | 0 |
| Critical path peak fanout | 8 |
| Flops & latches, synth | 12 |
| Clock Path Buffers | 2 |
| Yosys warns | 1 |
| Outcome | complete, no violations |
| Yosys Chip Area | slightly above 600 sq um |
| Final max-slew violation count | 0 |
| DP Worst Slack | 0.807 ns |
| P_sw | 68.5 uW |
| Slowest stage cell, crit path | dfrtp_1 |
| Setup TNS | 0 ns |
| Buf/Inv on CP | 1 |
| Worst path max stage delay | 0.53 ns |
| Initial antenna violation count | 0 |
| Static Leak | approximately 0.00034 uW |
| Worst setup SP type | flop |
| Antenna viol nets, final | 0 |
| Via/cell ratio | 3.90 |
| Routed wire length | 1260 microns |
| Unrepaired setup endpoints after global routing | no |
| CORE AREA | ~3400 sq um |
| Tool warnings | 25 |
| Cts hold-fix bufs | 0 |
| Reg clk slew, reported paths | 0.08 ns |
| CP arrival | between 1 and 1.5 ns |
| Final setup viols | 0 |
| Syn Area/Cell | 10.4 sq um |
| Root buf cell | clkbuf_4 |
-- final cells by class --
cell class              count  area, sq um
repair buffers             13          130
inverters                   3         11.3
flip-flops and latches     12          300
fillers                   387         2600
multi-input cells          41          278
well taps                  46         57.6
clock buffers               4         36.3
-- flip-flops by register name (all words and copies together), names as in the netlist --
| name | cells |
|---|---|
| sec | 6 |
| min | 6 |
-- placed cells by master (no fill, tap or decap), types with 2 or more instances in the layout --
cell	Yosys	layout
o21ai_0	4	4
dfrtp_1	12	12
nand2b_1	2	2
inv_1	3	3
clkdlybuf4s50_1	0	13
nor2_1	6	6
a22o_1	2	2
clkbuf_4	0	3
ha_1	2	2
nor3_1	2	2
nand3_1	3	3
nand2_1	7	7
-- cell families after synthesis --
logic type	Yosys count	share of synthesized area
AND-OR/OR-AND	11	0.145
adder cells (fa/ha/maj)	2	0.0413
buffers and inverters	5	0.0454
XOR/XNOR	2	0.0289
AND/OR/NAND/NOR	23	0.190
flip-flops	12	0.496
multiplexers	3	0.0537
-- power groups by stage --
stage / clock (uW) / combinational, uW / sequential (uW)
final: 150 / 4.96 / 186
after global routing: 165 / 6.22 / 186
after CTS: 153 / 5.39 / 186
-- per-layer routing --
metal	up-vias	track usage
li1	236	-
met1	214	0.0532
met2	12	0.0610
met3	2	0.0182
met4	0	0.00528
met5	-	0
-- stage by stage --
step	std cells	area (sq um)	utilization
floorplan	58	606	-
global placement	115	777	0.227
detailed placement	115	777	0.227
CTS	119	813	0.238
global route	119	813	0.238
finish	119	813	0.238
-- path summary, 6_finish.rpt --
check	startpoint	end	slack, ns	depth (start not counted)
min in group asynchronous	rst	min[1]$_DFFE_PP0N_	0.54	2
max	sec[2]$_DFF_PP0_	sec[2]	0.75	1
max in group asynchronous	rst	sec[4]$_DFF_PP0_	1.74	2
min reg2reg	sec[0]$_DFF_PP0_	sec[0]$_DFF_PP0_	0.53	1
min	sec[0]$_DFF_PP0_	sec[0]$_DFF_PP0_	0.53	1
max reg2reg	sec[0]$_DFF_PP0_	min[2]$_DFFE_PP0N_	0.80	5
-- Yosys cell counts --
cell type   n  area [sq um]
nor3_4      1          16.3
clkbuf_2    1          5.00
nand2_2     1          6.26
inv_1       3          11.3
nor3_1      2          10.0
dfrtp_1    12           300
o211ai_1    1          7.51
nand3_1     3          15.0
a41oi_2     1          16.3
o32ai_1     1          8.76
a22o_1      2          17.5
nand2b_1    2          12.5
o21ai_0     4          20.0
nand4_1     1          6.26
mux2_2      1          11.3
xor2_1      1          8.76
nand2_1     7          26.3
buf_6       1          11.3
nor2_1      6          22.5
mux2_1      1          11.3
ha_1        2          25.0
mux2i_1     1          10.0
xnor2_1     1          8.76
o2111a_1    1          11.3
a31oi_1     1          6.26
Power figures rest on the tool's default switching activity, not on a simulated workload.
