--- /design/flow/design.v ---
module ram(
    input logic clk,we,
    input logic [7:0] addr,wdata,
    output logic [7:0] rdata
);
logic [7:0] mem[256];
always_ff @(posedge clk) begin
    if(we)
        mem[addr] <= wdata;
    rdata <= mem[addr];
end
endmodule
--- /design/flow/run.sh ---
#!/bin/bash
# OpenROAD 26Q1-2900-gdf79404cd8, Yosys 0.63+post, stock flow scripts
make -C /OpenROAD-flow-scripts/flow DESIGN_CONFIG=/design/flow/config.mk WORK_HOME=/design/flow/orfs finish
--- /design/flow/config.mk ---
export PLATFORM = sky130hd
export DESIGN_NAME = ram
export DESIGN_NICKNAME = ram
export VERILOG_FILES = /design/flow/design.v
export SDC_FILE = /design/flow/constraint.sdc
export NUM_CORES = 4
export LEC_CHECK = 1
export CORE_UTILIZATION = 50
--- /design/flow/constraint.sdc ---
current_design ram

set clk_period 26.7
set clk_io_pct 0.2

create_clock -name clk0 -period $clk_period [get_ports {clk}]

set non_clock_inputs [all_inputs -no_clocks]
set_input_delay [expr $clk_period * $clk_io_pct] -clock clk0 $non_clock_inputs
set_output_delay [expr $clk_period * $clk_io_pct] -clock clk0 [all_outputs]
==> node_exporter_impl.prom <==
# HELP chip_impl_metric Synthesis and place-and-route metrics
# TYPE chip_impl_metric gauge
chip_impl_metric{name="io_buffer_count",unit=""} 25
chip_impl_info{name="most_used_standard_cell_by_instance_count_after_synthesis",value="sky130_fd_sc_hd__edfxtp_1"} 1
chip_impl_metric{name="fraction_of_the_core_area_covered_by_cells_at_the_end_of_the_flow",unit=""} 0.564
chip_impl_metric{name="cts_buffers",unit=""} 200
chip_impl_metric{name="power_switching_share",unit=""} 0.205
chip_impl_metric{name="path_max_fanout",unit=""} 47
chip_impl_metric{name="switchingPower",unit="mW"} 1.35
chip_impl_metric{name="routed_wire_length_per_instance",unit="um"} 31.8
chip_impl_metric{name="die-area",unit="um^2"} 159000
chip_impl_metric{name="fin_skew",unit="ps"} 29.4
chip_impl_metric{name="layout.cell_area.non_filler",unit="um^2"} 88000
chip_impl_metric{name="hpwlAfterDp",unit="mm"} 113
chip_impl_info{name="end_kind",value="flop"} 1
chip_impl_metric{name="firstDrtPassIters",unit=""} 7
chip_impl_metric{name="yosys.stat.seqShare",unit=""} 0.786
chip_impl_metric{name="layout.cells.non_filler",unit=""} 5933
chip_impl_info{name="cts_tree",value="yes"} 1
chip_impl_info{name="hold_path.class",value="reg -> reg"} 1
chip_impl_metric{name="area_delta_synth_final",unit="%"} 12.1
chip_impl_metric{name="die_width",unit="um"} 398
chip_impl_metric{name="place.detailed.instances",unit=""} 5561
chip_impl_metric{name="drt_iter0_markers",unit=""} 2471
chip_impl_info{name="r2r_path_start",value="mem[107][7]"} 1
chip_impl_metric{name="warnings",unit=""} 32
chip_impl_metric{name="multiInputGateArea",unit="um^2"} 15800
chip_impl_metric{name="final_hold_viol_count",unit=""} 0
chip_impl_metric{name="ctsLongestPathBuffers",unit=""} 3
chip_impl_info{name="holdCritStartpoint",value="mem[246][1]"} 1
chip_impl_metric{name="first_global_vias",unit=""} 42100
chip_impl_metric{name="report.final.setup_viol",unit=""} 0
chip_impl_metric{name="postCtsSetupBuffers",unit=""} 0
chip_impl_metric{name="die_height",unit="um"} 398
chip_impl_metric{name="floorplan.core_util",unit=""} 0.503
chip_impl_metric{name="max_cap_violations",unit=""} 0
chip_impl_metric{name="netlist-cell-type-count",unit=""} 22
chip_impl_metric{name="netlist.area_leader.share",unit=""} 0.783
chip_impl_info{name="post_synth_main_area_contributors",value="sky130_fd_sc_hd__edfxtp_1 (78%), sky130_fd_sc_hd__mux4_2 (15%), sky130_fd_sc_hd__a22oi_1 (2.4%)"} 1
chip_impl_metric{name="grt_first_pass_wirelength",unit="mm"} 277
chip_impl_metric{name="cell_leakage_power",unit="nW"} 26.7
chip_impl_metric{name="globalRoute.totalOverflow",unit=""} 0
chip_impl_metric{name="clkTransAtPathRegs",unit="ps"} 60
chip_impl_metric{name="cts.htree.levels",unit=""} 4
chip_impl_metric{name="power.combinational.fraction",unit=""} 0.045
chip_impl_metric{name="synth.yosys.num_cells",unit=""} 3547
chip_impl_metric{name="cts_num_sinks",unit=""} 2056
chip_impl_metric{name="clock_power_share",unit=""} 0.414
chip_impl_metric{name="timing.critical_path.arrival",unit="ps"} 10840
chip_impl_metric{name="synth.cell_area",unit="um^2"} 78500
chip_impl_metric{name="wl_met3",unit="mm"} 34.1
chip_impl_metric{name="min_period",unit="ps"} 10210
chip_impl_metric{name="layout-drive-gt1-share",unit=""} 0.250
chip_impl_metric{name="worst_slew_margin_rel",unit=""} 0.102
chip_impl_metric{name="gp_congestion",unit=""} 0.880
chip_impl_metric{name="p_seq_frac",unit=""} 0.541
chip_impl_info{name="root_buf_cell",value="sky130_fd_sc_hd__clkbuf_16"} 1
chip_impl_metric{name="maximum_number_of_pins_on_one_net_before_global_route_repair",unit=""} 131
chip_impl_metric{name="placed_area",unit="um^2"} 81600
chip_impl_metric{name="postSynthCellCount",unit=""} 3547
chip_impl_metric{name="yosysChipArea",unit="um^2"} 78500
chip_impl_metric{name="coreArea",unit="um^2"} 156000
chip_impl_metric{name="ff_latch_area",unit="um^2"} 61700
chip_impl_metric{name="max_clock_freq",unit="MHz"} 98.0
chip_impl_metric{name="max_transition_viols_final",unit=""} 0
chip_impl_metric{name="io_pins",unit=""} 26
chip_impl_metric{name="count_of_instances_resized_after_the_clock_tree_is_built",unit=""} 0
chip_impl_metric{name="cell_internal_pwr",unit="mW"} 5.23
chip_impl_metric{name="tns",unit="ps"} 0
chip_impl_metric{name="detailroute.wirelength.met2",unit="mm"} 89.2
chip_impl_metric{name="yosys_register_bits",unit=""} 2056
chip_impl_metric{name="power",unit="mW"} 6.59
chip_impl_info{name="top_layer",value="met5"} 1
chip_impl_info{name="unrepaired_setup_endpoints_after_global_routing",value="false"} 1
chip_impl_metric{name="postSynthAreaPerCell",unit="um^2"} 22.1
chip_impl_metric{name="async_reset_ff_frac",unit=""} 0
chip_impl_info{name="yosys_most_used_dff",value="sky130_fd_sc_hd__edfxtp_1"} 1
chip_impl_metric{name="antenna_violations_before_repair",unit=""} 3
chip_impl_metric{name="critPathRequiredTime",unit="ps"} 27340
chip_impl_metric{name="fillerInstances",unit=""} 11000
chip_impl_metric{name="num_vias",unit=""} 37100
chip_impl_metric{name="final_routed_drc_violation_total",unit=""} 0
chip_impl_metric{name="worst-slew-pin-transition",unit="ps"} 1330
chip_impl_metric{name="met1_length",unit="mm"} 59.9
chip_impl_info{name="startpoint_type",value="input pin"} 1
chip_impl_metric{name="cts_hold_repair.buffers",unit=""} 0
chip_impl_metric{name="grt_usage",unit=""} 0.276
chip_impl_metric{name="detail_route.wirelength",unit="mm"} 188
chip_impl_metric{name="drt-vias-per-instance",unit=""} 6.25
chip_impl_info{name="timing_worst_setup_path_type",value="in -> reg"} 1
chip_impl_metric{name="vdd.ir_drop.worst",unit="mV"} 0.0745
chip_impl_info{name="synth.cells.most_frequent",value="sky130_fd_sc_hd__edfxtp_1 (2048), sky130_fd_sc_hd__mux4_2 (512), sky130_fd_sc_hd__a22oi_1 (256)"} 1
chip_impl_metric{name="p_per_area",unit="nW/um^2"} 74.8
chip_impl_metric{name="floorplan.rows",unit=""} 145
chip_impl_metric{name="synth-edff-count",unit=""} 2048
chip_impl_info{name="outcome",value="completed"} 1
chip_impl_metric{name="synth-warning-count",unit=""} 1
chip_impl_info{name="synth.largest_area_cell",value="sky130_fd_sc_hd__edfxtp_1"} 1
chip_impl_metric{name="finalCritPeriodShare",unit=""} 0.382
chip_impl_info{name="critical_path.startpoint",value="addr[0]"} 1
chip_impl_metric{name="antenna_left",unit=""} 0
chip_impl_metric{name="clock_latency",unit="ps"} 820
## flip-flops by register name, indices dropped and copies added (netlist names)
| register | flops |
|---|---|
| rdata | 8 |
| mem | 2048 |
## area by class of cell
type                            count  share of cell area
Antenna cell                        2           0.0000569
Clock buffer                      256              0.0616
Clock inverter                    114              0.0111
Inverter                            1           0.0000427
Multi-Input combinational cell   1258               0.179
Sequential cell                  2056               0.701
Tap cell                         2058              0.0293
Timing Repair Buffer              188              0.0176
## power groups by stage
stage	clock network (mW)	logic (mW)	registers, mW
after CTS	2.77	0.298	3.56
after global routing	2.89	0.317	3.56
final	2.73	0.293	3.56
## final timing paths
path	end	slack, ps	cells after the start
worst max-delay path	rdata[6]	16490	12
worst min-delay path	rdata[1]	940	5
worst max register to register	rdata[7]	23760	6
worst min register to register	rdata[1]	940	5
## stage by stage
| stage | setup slack (ps) | hold slack [ps] |
|---|---|---|
| after CTS | 16300 | 958 |
| after global routing | 15850 | 1040 |
| after floorplan | 19140 | 819 |
| final | 16490 | 942 |
| after detailed placement | 15430 | 945 |
| after global placement | 15470 | 960 |
## layout by cell type (no fill, tap or decap), types with 9 or more instances in the layout
| master | n |
|---|---|
| sky130_fd_sc_hd__clkinv_1 | 49 |
| sky130_fd_sc_hd__clkbuf_1 | 46 |
| sky130_fd_sc_hd__clkbuf_16 | 209 |
| sky130_fd_sc_hd__clkinv_2 | 34 |
| sky130_fd_sc_hd__a21oi_1 | 128 |
| sky130_fd_sc_hd__clkbuf_8 | 9 |
| sky130_fd_sc_hd__buf_4 | 160 |
| sky130_fd_sc_hd__clkdlybuf4s50_1 | 15 |
| sky130_fd_sc_hd__nand3_1 | 13 |
| sky130_fd_sc_hd__o41ai_1 | 28 |
| sky130_fd_sc_hd__a22oi_1 | 256 |
| sky130_fd_sc_hd__nand2_1 | 28 |
| sky130_fd_sc_hd__nor2_1 | 231 |
| sky130_fd_sc_hd__bufinv_16 | 15 |
| sky130_fd_sc_hd__mux4_2 | 512 |
| sky130_fd_sc_hd__edfxtp_1 | 2048 |
| sky130_fd_sc_hd__nor3_1 | 30 |
## cells by family (layout without fill, tap and decap cells)
kind of cell           Yosys count  in the layout  share of synthesized area
flip-flops                    2056           2056                      0.786
multiplexers                   512            512                      0.147
AND-OR/OR-AND                  416            416                     0.0362
AND/OR/NAND/NOR                330            330                     0.0173
buffers and inverters          233            559                     0.0140
other                            0              2                          0
## per-layer routing
layer,vias to the layer above,global-route usage
li1,15400,-
met1,18800,0.358
met2,2537,0.388
met3,292,0.224
met4,8,0.0577
met5,-,0.00636
## worst max-delay path, stage by stage
cell                      delay, ps
sky130_fd_sc_hd__buf_8          360
sky130_fd_sc_hd__buf_4          690
sky130_fd_sc_hd__buf_4          590
sky130_fd_sc_hd__buf_4          580
sky130_fd_sc_hd__buf_4          670
sky130_fd_sc_hd__buf_4          650
sky130_fd_sc_hd__mux4_2         580
sky130_fd_sc_hd__a22oi_1        300
sky130_fd_sc_hd__a21oi_1        140
sky130_fd_sc_hd__o41ai_1        500
sky130_fd_sc_hd__buf_4          190
sky130_fd_sc_hd__nand4_1        100
Power figures rest on the tool's default switching activity, not on a simulated workload.
