### design/flow/config.mk
export PLATFORM = sky130hd
export DESIGN_NAME = pwm
export DESIGN_NICKNAME = pwm
export VERILOG_FILES = /design/flow/design.v
export SDC_FILE = /design/flow/constraint.sdc
export NUM_CORES = 4
export LEC_CHECK = 1
export CORE_AREA = 10 10 72 72
export DIE_AREA = 0 0 82 82
### design/flow/constraint.sdc
current_design pwm

set clk_period 3.2
set clk_io_pct 0.2

create_clock -name clk0 -period $clk_period [get_ports {clk}]

set non_clock_inputs [all_inputs -no_clocks]
set_input_delay [expr $clk_period * $clk_io_pct] -clock clk0 $non_clock_inputs
set_output_delay [expr $clk_period * $clk_io_pct] -clock clk0 [all_outputs]
### design/flow/design.v
module pwm(input logic clk, rst,
           input logic [7:0] duty,
           output logic pwm_out);
    logic [7:0] cnt;
    always_ff @(posedge clk)
        if (rst) cnt <= 0;
        else cnt <= cnt + 1;
    assign pwm_out = (cnt < duty);
endmodule
### design/flow/run.sh
#!/bin/bash
# OpenROAD 26Q1-2900-gdf79404cd8, Yosys 0.63+post, stock flow scripts
make -C /OpenROAD-flow-scripts/flow DESIGN_CONFIG=/design/flow/config.mk WORK_HOME=/design/flow/orfs finish
==> impl_metrics.py <==
# Flow results
metrics = {
    "final_timing": {
        "fin_worst_skew_ns": 0.00145,
        "final-setup-viol-count": 0,
        "drv_slew": 0,
        "hold_viol": 0,
        "tns_ns": 0,
        "fin_crit_sh_pct": 92.2,
        "fmax_ghz": 0.339,
        "tightestPinTransition_ns": 0.327,
        "max_slew_margin_pct": 78.2,
        "layout_min_cycle_time_ns": 2.95,
        "rsz0062_at_grt": "false",
    },
    "synthesis": {
        "synth-async-reset-ratio_pct": 0,
        "synthTopCellsByCount": "dfxtp_1, ha_1, inv_1, a21oi_1",
        "ys_seq_share_pct": 32.9,
        "ys_sh_aoi_pct": 14.1,
        "edf_count": 0,
        "ys.flops": 8,
        "topCombFamilyByArea": "simple AND/OR/NAND/NOR gates",
        "yosys-stat-cells": 59,
        "top_cell_area_share_pct": 32.9,
        "synthDistinctLibCells": 18,
        "yosys_warnings": 1,
        "ff_type": "dfxtp_1",
        "synth_top_cell_by_area": "dfxtp_1",
        "yosysChipArea_um2": 487,
        "synth_area_um2": 487,
        "synth-adder-area-share_pct": 20.6,
        "syn_area_per_cell_um2": 8.25,
        "simple_gate_area_share_pct": 20.8,
        "xor_area_share_pct": 5.40,
        "synthCells": 59,
        "topCellsByArea": "dfxtp_1, ha_1, a21oi_1",
        "mux_share_pct": 0,
    },
    "clock_tree": {
        "clk_pin_slew_ns": 0.04,
        "clk_path_buf_depth": 2,
        "cts_hold_buf": 0,
        "cts_setup_buffers": 0,
        "clock_latency_ns": 0.22,
        "cts_resized": 0,
        "cts.sinks": 8,
        "root_buffer": "clkbuf_8",
        "h-tree-depth": 1,
        "cts_tree": "yes",
        "cts_buffers": 3,
    },
    "global_routing": {
        "grt_overflow": 0,
        "grt_pass1_wl_um": 1730,
        "antenna_found_initial": 0,
        "grt_max_degree": 9,
        "grtUsageTotal_pct": 3.21,
        "grt_pass1_vias": 428,
    },
    "route": {
        "post_drt_via_cell_ratio": 3.50,
        "insertedDiodeCount": 0,
        "drtAntennaViolNets": 0,
        "drc_errors": 0,
        "routedWlPerCell_um": 8.55,
        "wl_um": 1020,
        "dr.pass1.iters": 3,
        "num_vias": 416,
        "drtIter0Drc": 17,
    },
    "power_and_ir_drop": {
        "p_int_uw": 202,
        "swShare_pct": 20.4,
        "clkPwrFrac_pct": 46.2,
        "vdd_drop_max_mv": 0.0935,
        "share_comb_of_total_power_pct": 11.3,
        "power_frac_seq_pct": 42.5,
        "p_sw_uw": 51.8,
        "p_leak_uw": 0.000278,
        "p_per_area_nw_per_um2": 371,
    },
    "job": {
        "drv_cap": 0,
        "warning_count": 25,
    },
    "worst_setup_path": {
        "crit_arrival_ns": 2.31,
        "path_delay_family": "buffers and inverters",
        "cp_max_fo": 2,
        "slowest_delay_ns": 0.48,
        "cp_cell_sequence": "clkdlybuf4s50_1 > inv_1 > ha_1 > a21oi_1 > o21ai_0 > a21oi_1 > clkdlybuf4s50_1",
        "worst-path-buf-inv": 3,
        "crit_type": "in2out",
        "cpMaxStageDelayCell": "clkdlybuf4s50_1",
        "crit_path_start_kind": "primary input",
        "end_kind": "output port",
        "crit_required_ns": 2.56,
    },
    "floorplan": {
        "coreArea_um2": 3690,
        "dieHeight_um": 82,
        "ios": 11,
        "dieArea_um2": 6720,
        "fp.dieW_um": 82,
        "std_cell_rows": 22,
        "initCoreUtil_pct": 13.2,
    },
    "final_layout": {
        "largest_reg_flops": 8,
        "stdcell_count": 119,
        "top_register": "cnt",
        "reg_top3": "cnt (8)",
        "areaGrowthSynthToFinish_pct": 40.6,
        "drive_gt1_share_pct": 8.45,
    },
    "placed_design": {
        "placement.io_buffers": 10,
        "gp_congestion": 0.799,
        "dp.cells": 116,
        "dp_hpwl_um": 801,
    },
    "hold_path": {
        "hp-class": "reg2reg",
    },
    "outcome": {
        "status": "finished, final reports clean",
    },
}
==> power by group through the flow <==
stage         sequential (µW)  combinational, µW  clock (µW)
CTS                       108               29.4         121
global route              109               33.3         124
finish                    108               28.7         117
==> cell type report <==
| cell class | count | area, µm² |
|---|---|---|
| tap | 48 | 60.1 |
| sequential | 8 | 160 |
| multi-input combinational | 43 | 297 |
| timing repair buffer | 10 | 100 |
| fill | 406 | 3000 |
| inverter | 7 | 26.3 |
| clock buffer | 3 | 41.3 |
==> final timing paths <==
| check | startpoint | endpoint | slack [ns] | cells after the start |
|---|---|---|---|---|
| min | cnt[0]$_SDFF_PP0_ | cnt[0]$_SDFF_PP0_ | 0.49 | 1 |
| max reg2reg | cnt[0]$_SDFF_PP0_ | cnt[6]$_SDFF_PP0_ | 1.86 | 4 |
| max | duty[2] | pwm_out | 0.25 | 7 |
| min reg2reg | cnt[0]$_SDFF_PP0_ | cnt[0]$_SDFF_PP0_ | 0.49 | 1 |
==> layout by cell type, fill, tap and decap left out <==
cell type	synthesis	layout
nor2b_1	2	2
clkdlybuf4s50_1	0	10
or4_4	1	1
o31ai_1	1	1
clkbuf_8	0	3
nand3_1	5	5
o21ai_0	3	3
nand2_1	4	4
xnor2_1	1	1
dfxtp_1	8	8
nor2_1	5	5
o211ai_1	1	1
or3_1	2	2
xor2_1	2	2
inv_1	7	7
ha_1	8	8
a21oi_2	1	1
nand2_2	1	1
a21oi_1	6	6
==> per-layer routing <==
layer	vias to the layer above	share of wire (%)	track usage [%]
met2	8	39	4.78
met3	2	12	2.31
met1	179	47	3.63
met5	-	0	0
met4	0	0.98	0.850
li1	227	-	-
==> kinds of logic (layout without fill, tap and decap cells) <==
group | count (synthesis) | count (layout)
AOI/OAI and AO/OA | 12 | 12
buffers and inverters | 8 | 20
and+or+nand+nor | 20 | 20
xor gates and xnor gates | 3 | 3
DFF | 8 | 8
adders and majority gates | 8 | 8
==> metrics by stage <==
| stage | setup slack [ns] | total power, µW | hold WS [ns] | instance area (µm²) | util (%) |
|---|---|---|---|---|---|
| 2_1_floorplan | 1.30 | 123 | 0.441 | 487 | - |
| 3_3_place_gp | 0.248 | 137 | 0.465 | 643 | 17.4 |
| 3_5_place_dp | 0.233 | 138 | 0.476 | 643 | 17.4 |
| 4_1_cts | 0.230 | 258 | 0.489 | 684 | 18.6 |
| 5_1_grt | 0.149 | 266 | 0.530 | 684 | 18.6 |
| 6_report | 0.250 | 254 | 0.489 | 684 | 18.6 |
Power figures rest on the tool's default switching activity, not on a simulated workload.
